File: flow/design.v
`timescale 1ns / 1ps
module TOP #(parameter MAINCLOCK = 24)
	(
	 input   clk, 
	 input   [1:0]swch,
	 input 	 BUT1,
	 input 	 BUT2,
	 output  [13:0]OUTCR
	 );
reg [6:0]digits_rom[15:0];
initial begin
			digits_rom[0]= 7'b0000001;  
			digits_rom[1]= 7'b1001111;  
			digits_rom[2]= 7'b0010010;  
			digits_rom[3]= 7'b0000110;  
			digits_rom[4]= 7'b1001100;  
			digits_rom[5]= 7'b0100100;  
			digits_rom[6]= 7'b0100000;  
			digits_rom[7]= 7'b0001111;  
			digits_rom[8]= 7'b0000000;  
			digits_rom[9]= 7'b0000100;  
			digits_rom[10]= 7'b0001000;  
			digits_rom[11]= 7'b1100000;  
			digits_rom[12]= 7'b0110001;  
			digits_rom[13]= 7'b1000010;  
			digits_rom[14]= 7'b0110000;  
			digits_rom[15]= 7'b0111000;  
end
reg  [3:0]Reg_dynamics = 4'b0001;
reg  [MAINCLOCK:0]RG = {(MAINCLOCK+1){1'b0}};
reg  sec1KHZ = 1'b0;
reg  tikTak = 1'b0;
reg  SETtikTak = 1'b0;
reg  ALARM = 1'b1;
reg  [3:0]Reg_milisecth = 4'b0;
reg  [3:0]Reg_milisecsec = 4'b0;
reg  [3:0]Reg_milisecfrst = 4'b0;
reg  [3:0]Reg_secundes = 4'b0;
reg  [2:0]Reg_secten = 3'b0;
reg  [3:0]Reg_minutes = 4'b0;
reg  [3:0]Reg_minTT = 4'b0101;
reg  [2:0]Reg_minten = 3'b0;
reg  [2:0]Reg_mTT = 3'b0;
reg  [3:0]Reg_HourJun = 4'b0;
reg  [3:0]Reg_HourTT = 4'b0;
reg  [1:0]Reg_HourSen = 2'b0;
reg  [1:0]Reg_TT = 2'b0;
wire [3:0]Connect_MUX;
wire in_BUT1;
wire in_BUT2;
wire in_BUT3;
wire in_BUT4;
wire [MAINCLOCK:0]add;
wire GND;
wire [3:0]add_milisecth;
wire [3:0]add_milisecsec;
wire [3:0]add_milisecfrst;
wire [3:0]add_secundes;
wire [2:0]add_secten;
wire [3:0]add_minutes;
wire [3:0]add_minTT;
wire [2:0]add_minten;
wire [2:0]add_mTT;
wire [3:0]add_HourJun;
wire [3:0]add_HourTT;
wire [1:0]add_HourSen;
wire [1:0]add_TT;
wire [1:0]selectorDg = {in_BUT3,in_BUT4}; 
wire [3:0]Digit1 = (selectorDg == 2'b11) ? {{2{GND}},Reg_HourSen[1:0]} : (selectorDg == 2'b10) ? {GND,Reg_minten[2:0]}  : (selectorDg == 2'b01) ? Reg_secundes[3:0]     : {{2{GND}},Reg_TT[1:0]};
wire [3:0]Digit2 = (selectorDg == 2'b11) ? Reg_HourJun[3:0]            : (selectorDg == 2'b10) ? Reg_minutes[3:0]       : (selectorDg == 2'b01) ? Reg_milisecfrst[3:0]  : Reg_HourTT[3:0];
wire [3:0]Digit3 = (selectorDg == 2'b11) ? {GND,Reg_minten[2:0]}       : (selectorDg == 2'b10) ? {GND,Reg_secten[2:0]}  : (selectorDg == 2'b01) ? Reg_milisecsec[3:0]   : {GND,Reg_mTT[2:0]};
wire [3:0]Digit4 = (selectorDg == 2'b11) ? Reg_minutes[3:0]            : (selectorDg == 2'b10) ? Reg_secundes[3:0]      : (selectorDg == 2'b01) ? Reg_milisecth[3:0]    : Reg_minTT[3:0];
assign add_milisecth[3:0] = Reg_milisecth[3:0] + 1'b1; 
assign add_milisecsec[3:0] = Reg_milisecsec[3:0] + 1'b1;
assign add_milisecfrst[3:0] = Reg_milisecfrst[3:0] + 1'b1;
assign add[MAINCLOCK:0] = RG[MAINCLOCK:0] + 1'b1;
assign add_secundes[3:0] = Reg_secundes[3:0] + 1'b1;
assign add_secten[2:0] = Reg_secten[2:0] + 1'b1;
assign add_minutes[3:0] = Reg_minutes[3:0] + 1'b1;
assign add_minten[2:0] = Reg_minten[2:0] + 1'b1;
assign add_HourJun[3:0] = Reg_HourJun[3:0] + 1'b1;
assign add_HourSen[1:0] = Reg_HourSen[1:0] + 1'b1;
assign add_HourTT[3:0] = Reg_HourTT[3:0] + 1'b1;
assign add_TT[1:0] = Reg_TT[1:0] + 1'b1;
assign add_minTT[3:0] = Reg_minTT[3:0] + 1'b1;
assign add_mTT[2:0] = Reg_mTT[2:0] + 1'b1;
assign OUTCR[11]  = Reg_secundes[0];
assign OUTCR[12]  = RG[MAINCLOCK];
assign OUTCR[13]  = ALARM;
assign OUTCR[3:0] = Reg_dynamics[3:0];
assign Connect_MUX[3:0] = (Reg_dynamics[3:0] == 4'b0001) ? Digit1 : (Reg_dynamics[3:0] == 4'b0010) ?  Digit2 : (Reg_dynamics[3:0] == 4'b0100) ? Digit3 : Digit4;
assign OUTCR[10:4] = digits_rom[Connect_MUX][6:0];
assign GND = 0;
UnBounceBB ubnc_c(.iclk(sec1KHZ), .iin(swch[0]), .iout(in_BUT3));
UnBounceBB ubnc_d(.iclk(sec1KHZ), .iin(swch[1]), .iout(in_BUT4));
UnBounceBB ubnc_a(.iclk(sec1KHZ), .iin(BUT1), .iout(in_BUT1));
UnBounceBB ubnc_b(.iclk(sec1KHZ), .iin(BUT2), .iout(in_BUT2));
always@(posedge clk) begin
		  if({Reg_HourSen[1:0],Reg_HourJun[3:0],Reg_minten[2:0],Reg_minutes[3:0]}
		   == {Reg_TT[1:0],Reg_HourTT[3:0],Reg_mTT[2:0],Reg_minTT[3:0]}) begin
			 ALARM <= RG[MAINCLOCK];
		  end
		  else begin
			 ALARM <= 1'b1;
		  end
		  SETtikTak <= (RG[MAINCLOCK-2:0] == 24'b0101_1111_0101_1110_0001_0000) ? 1'b1 : 1'b0;
		  if(RG[MAINCLOCK:0] < 25'b1_0111_1101_0111_1000_0100_0000) begin
			RG[MAINCLOCK:0] <= add[MAINCLOCK:0];
			tikTak <= 1'b0;
		  end
		  else begin
		   RG[MAINCLOCK:0] <= {(MAINCLOCK+1){1'b0}};
		   tikTak <= 1'b1;			
		  end		  
		  sec1KHZ <= (RG[15:0] == 16'b0011_0000_1101_0011) ? 1'b1 : 1'b0; 
		  if(sec1KHZ)
		  begin
		  	  Reg_dynamics <= {Reg_dynamics[2:0], Reg_dynamics[3]};
		  end		  
			if (({in_BUT3,in_BUT4} == {1'b1, 1'b1}) && (SETtikTak && !in_BUT1)) begin	
						if({Reg_HourSen[1:0],Reg_HourJun[3:0]} == {2'b10,4'b0011}) begin							 
							Reg_HourJun[3:0] <= 4'b0;
							Reg_HourSen[1:0] <= 2'b0;
						end 
						else begin
							if(Reg_HourJun[3:0] < 4'b1001) begin						
								Reg_HourJun[3:0] <= add_HourJun[3:0];						
							end
							else begin						  
								Reg_HourJun[3:0] <= 4'b0;							 
								if(Reg_HourSen[1:0] < 2'b10) begin
									Reg_HourSen[1:0] <= add_HourSen[1:0];
								end
								else begin
									Reg_HourSen[1:0] <= 2'b0;				 
								end							 
						   end						  
						end
			end
			if (({in_BUT3,in_BUT4} == {1'b1, 1'b1}) && (SETtikTak && !in_BUT2)) begin	
							if(Reg_minutes[3:0] < 4'b1001) begin
								Reg_minutes[3:0] <= add_minutes[3:0];
							end
							else begin
							Reg_minutes[3:0] <= 4'b0;
									if(Reg_minten[2:0] < 3'b101) begin
									Reg_minten[2:0] <= add_minten[2:0];
									end
									else begin
									Reg_minten[2:0] <= 3'b0;
									end
							end
			end
			if(tikTak) begin
				if(Reg_secundes[3:0] < 4'b1001) begin				 
					Reg_secundes[3:0] <= add_secundes[3:0];
				end
				else begin
					Reg_secundes[3:0] <= 4'b0;
						if(Reg_secten[2:0] < 3'b101) begin
							Reg_secten[2:0] <= add_secten[2:0];					
						end
						else begin
							Reg_secten[2:0] <= 3'b0;
							if(Reg_minutes[3:0] < 4'b1001) begin
								Reg_minutes[3:0] <= add_minutes[3:0];
							end
							else begin
							Reg_minutes[3:0] <= 4'b0;
									if(Reg_minten[2:0] < 3'b101) begin
									Reg_minten[2:0] <= add_minten[2:0];
									end
									else begin
									Reg_minten[2:0] <= 3'b0;
										if({Reg_HourSen[1:0],Reg_HourJun[3:0]} == {2'b10,4'b0011}) begin							 
											Reg_HourJun[3:0] <= 4'b0;
											Reg_HourSen[1:0] <= 2'b0;
										end 
										else begin
										if(Reg_HourJun[3:0] < 4'b1001) begin						
												Reg_HourJun[3:0] <= add_HourJun[3:0];						
										end
										else begin						  
												Reg_HourJun[3:0] <= 4'b0;							 
												if(Reg_HourSen[1:0] < 2'b10) begin
														Reg_HourSen[1:0] <= add_HourSen[1:0];
											   end
											   else begin
														Reg_HourSen[1:0] <= 2'b0;				 
												 	  end							 
											 end
										end									
									end							
							end							
						end						
			end				
			end
end
always@(posedge clk) begin
   	if(sec1KHZ) begin
			if(Reg_milisecth[3:0] < 4'b1001) begin
				 Reg_milisecth[3:0] <= add_milisecth[3:0];
				end
			else begin
				 Reg_milisecth[3:0] <= 4'b0;
						if(Reg_milisecsec[3:0] < 4'b1001) begin
							Reg_milisecsec[3:0] <= add_milisecsec[3:0];
						end
						else begin
							Reg_milisecsec[3:0] <= 4'b0;
								if(Reg_milisecfrst[3:0] < 4'b1001) begin
									Reg_milisecfrst[3:0] <= add_milisecfrst[3:0];
								end
								else begin
									Reg_milisecfrst[3:0] <= 4'b0;
								end
						end
				end
		end
end
always@(negedge in_BUT1) begin	
	if({in_BUT3,in_BUT4} == {1'b0, 1'b0}) begin
		if({Reg_TT[1:0],Reg_HourTT[3:0]} == {2'b10,4'b0011}) begin							 
			Reg_HourTT[3:0] <= 4'b0;
  		   Reg_TT[1:0] <= 2'b0;
		end 
		else begin
			if(Reg_HourTT[3:0] < 4'b1001) begin						
				Reg_HourTT[3:0] <= add_HourTT[3:0];						
			end
			else begin						  
				Reg_HourTT[3:0] <= 4'b0;							 
				if(Reg_TT[1:0] < 2'b10) begin
					Reg_TT[1:0] <= add_TT[1:0];
				end
				else begin
					Reg_TT[1:0] <= 2'b0;				 
				end							 
			end
		end												
	end	
end
always@(negedge in_BUT2) begin	
			if ({in_BUT3,in_BUT4} == {1'b0, 1'b0}) begin	
							if(Reg_minTT[3:0] < 4'b1001) begin
								Reg_minTT[3:0] <= add_minTT[3:0];
							end
							else begin
							Reg_minTT[3:0] <= 4'b0;
									if(Reg_mTT[2:0] < 3'b101) begin
									Reg_mTT[2:0] <= add_mTT[2:0];
									end
									else begin
									Reg_mTT[2:0] <= 3'b0;
									end
							end							
			end
end
endmodule
`timescale 1ns / 1ps
module UnBounceBB(
input  iclk,
input  iin ,
output iout
);
parameter STAGE = 10;
wire  [STAGE-1:0] chain_nxt;
wire  deb_nxt; 
reg   [STAGE-1:0] chain;
reg   deb;
assign iout = deb;
assign chain_nxt = {chain[STAGE-2:0], iin};
assign deb_nxt   = &chain[STAGE-1:1] ? 1'b1 : ~(|chain[STAGE-1:1]) ? 1'b0 : deb;
always @(posedge iclk)
	begin
        chain <= chain_nxt;
        deb   <= deb_nxt;
	end
endmodule
File: flow/run.sh
#!/bin/bash
# OpenROAD 26Q1-2900-gdf79404cd8, Yosys 0.63+post, stock flow scripts
make -C /OpenROAD-flow-scripts/flow DESIGN_CONFIG=/design/flow/config.mk WORK_HOME=/design/flow/orfs finish
File: flow/config.mk
export PLATFORM = sky130hd
export DESIGN_NAME = TOP
export DESIGN_NICKNAME = TOP
export VERILOG_FILES = /design/flow/design.v
export SDC_FILE = /design/flow/constraint.sdc
export NUM_CORES = 4
export LEC_CHECK = 1
export CORE_UTILIZATION = 30
File: flow/constraint.sdc
current_design TOP

set clk_period 4.0
set clk_io_pct 0.2

create_clock -name clk0 -period $clk_period [get_ports {clk}]

set non_clock_inputs [all_inputs -no_clocks]
set_input_delay [expr $clk_period * $clk_io_pct] -clock clk0 $non_clock_inputs
set_output_delay [expr $clk_period * $clk_io_pct] -clock clk0 [all_outputs]
==> reports/metrics.yaml <==
grt_usage_pct: 11.9
grt_max_degree: 54
syn_area_um2: 5620
yosys_warnings: 2
coreArea_um2: 18100
hold_viol: 0
synthFlopType: "dfxtp_1"
worstHoldPathType: "reg2reg"
antenna_left: 0
clkTransAtPathRegs_ns: 0.06
root_buffer: "clkbuf_16"
path_max_fanout: 7
placed_cells: 787
fill_cells: 1725
diodes: 0
fmax_ghz: 0.258
clockBufferDepth: 2
ys_chip_area_um2: 5620
power.leakage_nw: 2.49
first_iter_violations: 166
status: "complete, no violations"
relSlewSlack_pct: 48.3
unclocked_regs: 57
grt_pass1_wl_um: 18400
cp_cell_sequence: "nor4b_4, mux2_4, and3_1, or4_4, buf_6, a21o_1, nand3_1, clkdlybuf4s50_1"
synth-edff-count: 36
ir_drop_mv: 0.210
ioPinCount: 19
cp-start-kind: "register"
synthCells: 549
setup_viol: 0
gp_congestion: 0.872
finalSetupTns_ns: 0
synth_cell_types: 59
dieHeight_um: 139
io_buffers: 18
unconstrained_endpoints: 70
drt_first_pass_iters: 6
slowest_stage: "or4_4"
synth.avg_cell_area_um2: 10.2
fin_crit_sh_pct: 97.0
cts_hold_buf: 0
clk_latency_ns: 0.33
slew_viol_final: 0
clock_skew_ns: 0.00715
cp.required_ns: 3.20
yosys_register_bits: 122
ys_cells: 549
htree_levels: 3
cts_buffers: 9
worstMarginPinSlew_ns: 0.772
cp.arrival_ns: 3.08
vias: 3981
async_flop_share_pct: 0
wire_per_inst_um: 13.2
ys_seq_share_pct: 49.8
cp_top_family: "simple AND/OR/NAND/NOR gates"
cts_tree: "yes"
rows: 49
drive_gt1_share_pct: 10.6
viasPerCell: 4.88
slowest_delay_ns: 0.55
die_w_um: 139
crit_buf_inv: 2
cap_violations: 0
min_period_ns: 3.88
endpoint_kind: "output port"
fp_util_pct: 31.0
powerDensity_nw_per_um2: 237
dieArea_um2: 19300
rsz0062_at_grt: "true"
routed_wl_um: 10800
hpwl_um: 7710
drc_errors: 0
antenna_found_initial: 0
final_cells: 815
area_growth_pct: 17.0
grt_overflow: 0
grt_pass1_vias: 3820
warning_count: 39
crit_type: "reg2out"
p_total_w: 0.00156
-- placed cells by master (no fill, tap or decap), types with 9 or more instances in the layout --
cell	netlist	layout
clkdlybuf4s50_1	0	14
o21ai_0	26	25
nor2_1	57	57
mux4_2	9	10
o22ai_1	9	9
nand3_1	20	20
xnor2_1	18	18
ha_1	27	25
nand4_1	19	19
nor4_1	11	11
clkbuf_16	0	10
edfxtp_1	36	36
a21oi_1	17	17
nand2_1	33	33
nand2b_1	10	9
nor3_1	11	11
inv_1	39	38
xor2_1	21	21
dfxtp_1	86	86
buf_4	3	17
-- state kept, by name, summed over array words and instances (netlist names), 2 cells and up --
name and count:
RG 25, Reg_HourJun 4, Reg_HourSen 2, Reg_HourTT 4
Reg_TT 2, Reg_dynamics 4, Reg_mTT 3, Reg_milisecfrst 4
Reg_milisecsec 4, Reg_milisecth 4, Reg_minTT 4, Reg_minten 3
Reg_minutes 4, Reg_secten 3, Reg_secundes 4, ubnc_a.chain 10
ubnc_b.chain 10, ubnc_c.chain 10, ubnc_d.chain 10
-- power breakdown --
part | switching, W | leakage, nW | internal (W) | total [W]
Sequential | 0 | 1.11 | 0.000680 | 0.000680
Combinational | 0.000000481 | 1.22 | 0.00000335 | 0.00000384
Clock | 0.000292 | 0.166 | 0.000587 | 0.000878
Total | 0.000292 | 2.49 | 0.00127 | 0.00156
-- per-layer routing --
layer | routed length (um) | up-vias | track usage (%)
li1 | - | 2032 | -
met1 | 5380 | 1885 | 18.1
met2 | 4940 | 54 | 18.8
met3 | 344 | 10 | 2.36
met4 | 126 | 0 | 1.40
met5 | 0 | - | 0
-- path summary, 6_finish.rpt --
| path | cells past startpoint | start | slack (ns) | end |
|---|---|---|---|---|
| setup / recovery | 8 | Reg_dynamics[3]$_DFFE_PP_ | 0.12 | OUTCR[10] |
| hold / removal | 1 | RG[0]$_SDFF_PP0_ | 0.46 | RG[0]$_SDFF_PP0_ |
| setup reg to reg | 7 | Reg_secundes[0]$_SDFFCE_PN0P_ | 1.72 | Reg_HourSen[0]$_DFF_P_ |
| hold reg to reg | 1 | RG[0]$_SDFF_PP0_ | 0.46 | RG[0]$_SDFF_PP0_ |
-- synthesized netlist by cell type (all sizes together), types with 2 or more instances --
| cell type | number | area, um^2 |
|---|---|---|
| o21ai | 27 | 135 |
| o32ai | 5 | 43.8 |
| buf | 9 | 56.3 |
| a21oi | 17 | 85.1 |
| nand3 | 20 | 100 |
| nor2b | 8 | 50.1 |
| nand2b | 10 | 62.6 |
| and3 | 4 | 25.0 |
| o21a | 6 | 45.0 |
| clkbuf | 8 | 30.0 |
| ha | 27 | 338 |
| o22ai | 10 | 68.8 |
| and4 | 2 | 17.5 |
| nand4 | 19 | 119 |
| a21boi | 3 | 22.5 |
| xor2 | 21 | 184 |
| a31oi | 3 | 18.8 |
| a41oi | 2 | 17.5 |
| xnor2 | 18 | 158 |
| and3b | 3 | 26.3 |
| dfxtp | 86 | 1720 |
| nor2 | 57 | 214 |
| nor4b | 3 | 32.5 |
| nor3 | 11 | 55.1 |
| and2 | 8 | 50.1 |
| nand2 | 33 | 124 |
| inv | 39 | 146 |
| or3 | 2 | 12.5 |
| o2111ai | 2 | 17.5 |
| a21o | 2 | 15.0 |
| edfxtp | 36 | 1080 |
| nor4 | 11 | 68.8 |
| or4b | 2 | 20.0 |
| mux2 | 4 | 48.8 |
| a211oi | 2 | 15.0 |
| mux2i | 4 | 40.0 |
| o41ai | 2 | 17.5 |
| mux4 | 10 | 229 |
-- worst reg2reg max path, delay by kind of cell (launching register included) --
kind / cells / cell delay (ns)
AND-OR/OR-AND: 2 / 0.70
flip-flops: 1 / 0.48
multiplexers: 1 / 0.35
adder cells (fa/ha/maj): 1 / 0.25
buffers and inverters: 2 / 0.20
AND/OR/NAND/NOR: 1 / 0.19
-- stage by stage --
stage                     instance area, um^2  hold WS, ns  worst slack, ns  utilization [%]
after global placement                   6060        0.436            0.168             33.4
after global routing                     6580        0.483         -0.00985             36.3
after detailed placement                 6060        0.453            0.133             33.4
after floorplan                          5620        0.425            0.586                -
after CTS                                6460        0.466          0.00811             35.6
final                                    6580        0.462            0.121             36.3
-- timing repair --
item	CTS	global route
endpoints found under the hold margin	0	0
cloned	0	1
buffers inserted	6	5
pin swaps	1	4
setup endpoints to repair	6	5
gates resized	5	17
-- cells by family (layout without fill, tap and decap cells) --
group / after synthesis / after routing / synth area share, %
compound gates: 89 / 89 / 10.2
xor+xnor: 39 / 39 / 6.07
fa+ha+maj: 27 / 27 / 6.01
buf+inv: 56 / 93 / 4.14
flops: 122 / 122 / 49.8
mux: 18 / 18 / 5.65
simple gates: 198 / 198 / 18.1
-- layout make-up --
type,count,area [um^2],area share (%)
flip-flops and latches,122,2800,42.6
multi-input cells,371,2660,40.5
repair buffers,38,345,5.25
well taps,229,287,4.35
clock buffers,11,254,3.86
inverters,39,146,2.22
clock inverters,5,83.8,1.27
Power is estimated from default activity; no workload was simulated.
